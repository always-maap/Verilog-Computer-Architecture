==> design/flow/design.v <==
module RegFile(clock, regWrite, readReg1, readReg2, writeReg, writeData, readData1, readData2);
    input clock;
    input regWrite;
    input [4:0] readReg1, readReg2, writeReg;
    input [31:0] writeData;
    output [31:0] readData1, readData2;
    reg [31:0] reg_mem [0:31];
    initial begin
    end
    assign readData1 = reg_mem[readReg1];
    assign readData2 = reg_mem[readReg2];
    always @(posedge clock) begin
       if(writeReg == 1)
           reg_mem[regWrite] = writeData; 
    end
endmodule
module RegFile_test;
endmodule
==> design/flow/run.sh <==
#!/bin/bash
# OpenROAD 26Q1-2900-gdf79404cd8, Yosys 0.63+post, stock flow scripts
make -C /OpenROAD-flow-scripts/flow DESIGN_CONFIG=/design/flow/config.mk WORK_HOME=/design/flow/orfs finish
==> design/flow/config.mk <==
export PLATFORM = sky130hd
export DESIGN_NAME = RegFile
export DESIGN_NICKNAME = RegFile
export VERILOG_FILES = /design/flow/design.v
export SDC_FILE = /design/flow/constraint.sdc
export NUM_CORES = 4
export LEC_CHECK = 1
export CORE_UTILIZATION = 50
==> design/flow/constraint.sdc <==
current_design RegFile

set clk_period 6.0
set clk_io_pct 0.2

create_clock -name clk0 -period $clk_period [get_ports {clock}]

set non_clock_inputs [all_inputs -no_clocks]
set_input_delay [expr $clk_period * $clk_io_pct] -clock clk0 $non_clock_inputs
set_output_delay [expr $clk_period * $clk_io_pct] -clock clk0 [all_outputs]
==> results_dict.tcl <==
# flow metrics
set metrics [dict create \
    critical_path_class "in2out" \
    largest_reg_flops 64 \
    grt_first_pass_wirelength_um 8290 \
    critPathCaptureType "primary output" \
    wl_um 5210 \
    synthTopCellsByCount "edfxtp_1 (64), mux2_2 (60), buf_6 (6)" \
    maxUsedRoutingLayer "met4" \
    synth.largest_area_cell "edfxtp_1" \
    register_area_um2 1920 \
    syn_to_final_growth_pct 44.7 \
    ir_worst_vdd_uv 170 \
    grt-ovfl-total 0 \
    routed_via_density 5.08 \
    worst_slew_pin_slew_ns 0.462 \
    max-slew-margin-rel 0.692 \
    hold_viol 0 \
    nFillCells 294 \
    crit_path_top_delay_cell "clkdlybuf4s50_1" \
    drc_errors 0 \
    drtPass1Iterations 4 \
    critPathMaxStageDelay_ns 0.45 \
    h-tree-depth 3 \
    drt_iter0_drc 47 \
    place.gp.congestion 0.772 \
    worst_path_most_repeated_cell "clkdlybuf4s50_1" \
    rows 26 \
    cts_setup_buffers 0 \
    topCellsByArea "edfxtp_1 (70%), mux2_2 (24%), buf_6 (2.4%), mux2_4 (2.2%), nand2b_1 (0.45%)" \
    cp_cell_sequence "clkdlybuf4s50_1, buf_4, mux2_2, clkdlybuf4s50_1" \
    synth_cell_types 9 \
    status "finished clean" \
    synth_cells 141 \
    p_total_uw 866 \
    antenna_found_initial 0 \
    cts.reportedPaths.clkPinSlew_ns 0.06 \
    arrival_ns 2.89 \
    wl_met2_um 2550 \
    fmax_mhz 244 \
    synth-async-reset-ratio 0 \
    yosys_warnings 1 \
    worstHoldPathType "in2reg" \
    instances_no_fill 324 \
    synth_top_cell_by_count "edfxtp_1" \
    slew_violations 0 \
    dp_hpwl_um 3360 \
    crit_buf_inv 3 \
    period_used_share 0.682 \
    ctsResizeCount 0 \
    ys_seq_frac 0.695 \
    p_leak_nw 1.35 \
    critPathMaxFanout 32 \
    routed-wl-met3_um 486 \
    root_buffer "clkbuf_8" \
    cp-start-kind "input port" \
    cts_buffers 9 \
    wl_per_cell_um 16.1 \
    syn_area_um2 2770 \
    flop_cell "edfxtp_1" \
    edf_count 64 \
    die_h_um 76.4 \
    cts_num_sinks 64 \
    wl_met1_um 2080 \
    logic_area_um2 779 \
    tool_warnings 34 \
    grt_pass1_vias 1775 \
    setup_violations 0 \
    finish.utilization 0.769 \
    period_minus_slack_ns 4.09 \
    placedCellCount 311 \
    dieArea_um2 5830 \
    cts_hold_buffers 0 \
    setup_tns_ns 0 \
    core-area_um2 5200 \
    grt_setup_unrepaired "false" \
    drive_gt1_frac 0.315 \
    cap_violations 0 \
    crit_family "buffers and inverters" \
    synth-seq-cells 64 \
    grt.total_usage 0.201 \
    synth_area_per_cell_um2 19.6 \
    initial_core_util 0.531 \
    io_pins 113 \
    yosys.area.top_type_share 0.695 \
    yosys_area_um2 2770 \
    power_density_nw_per_um2 216 \
    vias 1647 \
    cp.required_ns 4.80 \
    die_x_um 76.4 \
    diodes 0 \
    antenna_left 0 \
    port_buffers 104 \
    grt_max_degree 33 \
    ys_cells 141 \
    clock_path_buffers 2 \
    cts_tree "built" \
]
## cells in the final DEF (no fill, tap or decap)
cell type        count
nor4_2               1
clkinv_2             1
clkbuf_1             1
clkdlybuf4s50_1    104
nand2b_1             2
buf_4                4
nor2_4               1
edfxtp_1            64
clkinv_1             2
mux2_4               4
mux2_2              60
or4_1                1
clkbuf_8             9
## area by class of cell
cell class | count | share of cell area
sequential | 64 | 0.480
timing repair buffer | 108 | 0.268
multi-input combinational | 69 | 0.195
clock buffer | 10 | 0.0319
tap | 70 | 0.0219
clock inverter | 3 | 0.00313
## cells by family (layout without fill, tap and decap cells)
family / count (synthesis) / in the layout / share of synthesized area
multiplexers: 64 / 64 / 0.266
buffers and inverters: 8 / 121 / 0.0281
flip-flops: 64 / 64 / 0.695
AND/OR/NAND/NOR: 5 / 5 / 0.0109
## path summary, 6_finish.rpt
path                 startpoint                        to  slack (ns)  depth (start not counted)
setup / recovery    readReg2[0]             readData2[19]        1.91                          4
hold / removal    writeData[15]  reg_mem[0][15]$_DFFE_PP_        1.46                          1
## stage by stage
step                setup slack (ns)  cell area, µm²  hold WS (ns)
floorplan                       1.05            2770          1.30
global placement                1.93            3860          1.78
detailed placement              1.91            3860          1.78
CTS                             1.90            4000          1.44
global route                    1.85            4000          1.44
finish                          1.91            4000          1.46
## report_power, final
part,internal [mW],switching (mW)
logic,0.0671,0.0240
registers,0.497,0.00197
clock network,0.139,0.136
## per-layer routing
metal	global-route usage	vias to the layer above
li1	-	774
met1	0.308	776
met2	0.308	88
met3	0.0803	9
met4	0.0327	0
met5	0	-
