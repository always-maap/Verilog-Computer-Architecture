<file path="/design/flow/run.sh">
#!/bin/bash
# OpenROAD 26Q1-2900-gdf79404cd8, Yosys 0.63+post, stock flow scripts
make -C /OpenROAD-flow-scripts/flow DESIGN_CONFIG=/design/flow/config.mk WORK_HOME=/design/flow/orfs finish
</file>
<file path="/design/flow/config.mk">
export PLATFORM = sky130hd
export DESIGN_NAME = DataMemory
export DESIGN_NICKNAME = DataMemory
export VERILOG_FILES = /design/flow/design.v
export SDC_FILE = /design/flow/constraint.sdc
export NUM_CORES = 4
export LEC_CHECK = 1
export CORE_UTILIZATION = 40
</file>
<file path="/design/flow/constraint.sdc">
current_design DataMemory

set clk_period 12.7
set clk_io_pct 0.2

create_clock -name clk0 -period $clk_period [get_ports {clock}]

set non_clock_inputs [all_inputs -no_clocks]
set_input_delay [expr $clk_period * $clk_io_pct] -clock clk0 $non_clock_inputs
set_output_delay [expr $clk_period * $clk_io_pct] -clock clk0 [all_outputs]
</file>
<file path="/design/flow/design.v">
module DataMemory(clock, address, writeData, memWrite, memRead, readData);
    input clock;
    input [6:0] address;
    input memWrite, memRead;
    input [31:0] writeData;
    output reg [31:0] readData;
    reg [31:0] Mem [0:127];
    always @(posedge clock) begin
        if(memWrite == 1)
            Mem[address[6:2]] <= writeData;
    end
    always @(negedge clock) begin
        if(memRead == 1)
            readData <= Mem[address[6:2]];
    end
endmodule
module DataMemory_test;
endmodule
</file>
==> impl_metrics.sql <==
-- load yosys + openroad results
INSERT INTO impl_metrics (metric_group, metric, value, unit) VALUES
('outcome', 'outcome', 'finished clean', ''),
('timing', 'worst_clock_skew', '0.0357', 'ns'),
('grt', 'grt_antenna_before_repair', '2', ''),
('pwr', 'combinationalPowerShare', '5.8', '%'),
('clock_tree', 'cts-buffers-inserted', '104', ''),
('yosys', 'yosys_cells', '2355', ''),
('clock_tree', 'cts-root-to-sink-buffers', '3', ''),
('yosys', 'synth.top_cells.by_area', 'edfxtp_1, a22oi_1, mux2i_1', ''),
('hold_path', 'timing.hold.worst.class', 'input port to flop', ''),
('die', 'die_w', '320', 'µm'),
('drt', 'wire_per_inst', '28.3', 'µm'),
('worst_setup_path', 'crit_arrival', '5.20', 'ns'),
('flow_run', 'log.warning_count', '60', ''),
('die', 'die.size.y', '320', 'µm'),
('worst_setup_path', 'critPathCaptureType', 'flop', ''),
('finish', 'flow.area_growth_from_synthesis', '15.9', '%'),
('timing', 'finalHoldViolations', '0', ''),
('pwr', 'proportion_of_total_power_due_to_net_switching', '21.4', '%'),
('clock_tree', 'cts_root_buf', 'clkbuf_16', ''),
('timing', 'tightest_slew', '1.01', 'ns'),
('drt', 'via_count', '23267', ''),
('drt', 'drc', '0', ''),
('yosys', 'synthesis.instances', '2355', ''),
('yosys', 'ys_sh_adder', '0', '%'),
('finish', 'layout_top_cells_excl_fill_tap', 'edfxtp_1, a22oi_1, buf_4', ''),
('worst_setup_path', 'slowest_stage', 'nor2_4', ''),
('die', 'num_rows', '116', ''),
('yosys', 'muxShareOfSynthArea', '3.79', '%'),
('worst_setup_path', 'crit_chain', 'buf_6 -> buf_4 -> nor2_4 -> buf_4 -> buf_4 -> a22oi_1 -> o221ai_1 -> nand2_1 -> o2111ai_1', ''),
('worst_setup_path', 'crit_type', 'input port to flop', ''),
('finish', 'area.sequential', '31700', 'µm²'),
('die', 'design.core.area', '100000', 'µm²'),
('pwr', 'power.switching', '1.61', 'mW'),
('clock_tree', 'cts.sink_count', '1056', ''),
('grt', 'grt_max_degree', '78', ''),
('yosys', 'synth-simple-area-share', '2.64', '%'),
('drt', 'ant_nets', '0', ''),
('finish', 'fillers', '8139', ''),
('drt', 'drt_first_pass_iters', '5', ''),
('worst_setup_path', 'critical-path-max-stage-delay', '0.52', 'ns'),
('timing', 'relSlewSlack', '32.5', '%'),
('place', 'dp.cells', '3738', ''),
('yosys', 'xor_share', '0', '%'),
('die', 'ioPinCount', '74', ''),
('place', 'gp_routability_congestion', '0.882', ''),
('timing', 'finalMaxSlewViolations', '0', ''),
('timing', 'rsz0062_at_grt', 'false', ''),
('yosys', 'asyncSetResetFlopFracSynth', '0', '%'),
('yosys', 'ys_area', '40600', 'µm²'),
('grt', 'grt_pass1_wl', '163000', 'µm'),
('timing', 'setup_violations', '0', ''),
('yosys', 'synth.cellmix.compoundShare', '13.0', '%'),
('timing', 'post-route-worst-setup-slack', '1.65', 'ns'),
('timing', 'summed_negative_setup_slack_over_all_endpoints', '0', 'ns'),
('yosys', 'synth-seq-cells', '1056', ''),
('drt', 'viasPerCell', '5.87', ''),
('clock_tree', 'clock.latency.late_pin', '0.69', 'ns'),
('drt', 'drt_iter0_drc', '1541', ''),
('grt', 'global_route.usage.total', '24.0', '%'),
('clock_tree', 'cts_max_level', '3', ''),
('yosys', 'top_area_share', '78.2', '%'),
('place', 'worst_setup_slack_after_placement', '1.10', 'ns'),
('clock_tree', 'cts_resizes', '0', ''),
('pwr', 'irDropWorstVdd', '0.105', 'mV'),
('pwr', 'power_total', '7.50', 'mW'),
('finish', 'drive_gt1_share', '15.1', '%'),
('pwr', 'power.sequential.fraction', '52.1', '%'),
('clock_tree', 'clk_pin_slew', '0.06', 'ns'),
('drt', 'routed_wirelength', '112000', 'µm'),
('die', 'die-area', '103000', 'µm²'),
('yosys', 'ys.warnings.count', '1', '');
path summary, 6_finish.rpt:
path         depth (start not counted)                   from  slack, ns                      to
max                                  9             address[2]       1.65  readData[11]$_DFFE_NP_
min                                  2           writeData[9]       2.69     Mem[5][9]$_DFFE_PP_
max reg2reg                          5  Mem[15][30]$_DFFE_PP_       4.43  readData[30]$_DFFE_NP_
min reg2reg                          2   Mem[21][6]$_DFFE_PP_       7.02   readData[6]$_DFFE_NP_
cell families (layout without fill, tap and decap cells):
logic type,after synthesis,in the layout
AND/OR/NAND/NOR,246,246
buffers and inverters,189,440
AND-OR/OR-AND,720,720
multiplexers,144,144
other,0,1
flip-flops,1056,1056
critical path: cells and delay by family:
family	cells	cell delay, ns
AND-OR/OR-AND	3	0.69
AND/OR/NAND/NOR	2	0.62
buffers and inverters	4	1.27
flip-flops by register name, indices dropped and copies added, names as in the netlist:
register / cells
Mem: 1024
readData: 32
power by group through the flow:
stage	registers [mW]	logic [mW]	clock network (mW)
5_1_grt	3.91	0.467	3.36
6_report	3.91	0.434	3.16
4_1_cts	3.91	0.432	3.21
cell type report:
cell class | count | share of cell area [%]
Sequential cell | 1056 | 67.5
Multi-Input combinational cell | 1110 | 17.4
Clock buffer | 138 | 6.05
Timing Repair Buffer | 209 | 3.82
Tap cell | 1357 | 3.61
Clock inverter | 88 | 1.66
Inverter | 5 | 0.0452
Antenna cell | 1 | 0.00532
cell usage after synthesis (17+ instances only):
cell type / number
a22oi_1: 163
nor2_1: 61
a21oi_1: 118
o22ai_1: 35
o221ai_1: 26
clkbuf_1: 65
edfxtp_1: 1056
a221o_1: 54
o22a_1: 17
nor3_1: 40
o2111ai_1: 19
buf_4: 25
a221oi_1: 109
nand2_1: 109
o21ai_0: 87
mux2_2: 37
nor2b_1: 18
a22o_1: 19
buf_2: 74
mux2i_1: 103
through the flow:
step	hold WS, ns	util (%)	instance area, µm²
global placement	3.38	43.3	43400
detailed placement	3.39	43.3	43400
global route	2.70	46.9	47000
CTS	2.66	46.9	47000
finish	2.69	46.9	47000
floorplan	2.64	-	40600
per-layer routing:
layer | wire length [µm] | global-route usage, %
met5 | 328 | 3.69
met4 | 2780 | 4.95
met3 | 20900 | 20.1
met2 | 51800 | 34.8
met1 | 36500 | 27.7
No activity file was given, so power comes from the tool's default toggle rates.
