### flow/run.sh
#!/bin/bash
# OpenROAD 26Q1-2900-gdf79404cd8, Yosys 0.63+post, stock flow scripts
make -C /OpenROAD-flow-scripts/flow DESIGN_CONFIG=/design/flow/config.mk WORK_HOME=/design/flow/orfs finish
### flow/config.mk
export PLATFORM = sky130hd
export DESIGN_NAME = ALU
export DESIGN_NICKNAME = ALU
export VERILOG_FILES = /design/flow/design.v
export SDC_FILE = /design/flow/constraint.sdc
export NUM_CORES = 4
export LEC_CHECK = 1
export CORE_UTILIZATION = 40
### flow/constraint.sdc
current_design ALU

set clk_period 25.3
set clk_io_pct 0.2

create_clock -name clk0 -period $clk_period

set non_clock_inputs [all_inputs -no_clocks]
set_input_delay [expr $clk_period * $clk_io_pct] -clock clk0 $non_clock_inputs
set_output_delay [expr $clk_period * $clk_io_pct] -clock clk0 [all_outputs]
### flow/design.v
module ALU(control, A, B, out, zero);
    input [2:0] control;
    input [31:0] A, B;
    output reg [31:0] out;
    output zero;
    assign zero = (out == 0);
    always @(control, A, B) begin
        case(control)
            3'b000: out <= A & B;
            3'b001: out <= A | B;
            3'b010: out <= A + B;
            3'b110: out <= A - B;
            3'b111: out <= A < B;
            default: out <= 0;
        endcase
    end
endmodule
module ALU_test;
    reg [2:0] control;
    reg [31:0] A, B;
    wire zero;
    wire [31:0] out;
    ALU alu(control, A, B, out, zero);
    initial begin
       control = 3'b000;
       A = 0;
       B = 1;
       #10
       control = 3'b001;
       A = 0;
       B = 1;
       #10
       control = 3'b010;
       A = 2;
       B = 2;
       #10
       control = 3'b110;
       A = 5;
       B = 2;
       #10
       control = 3'b111;
       A = 3;
       B = 2;
    end
endmodule
==> results_slide.txt <==
Key Metrics from the Run

Outcome
  • Status: completed

Final timing
  • Min Tclk post-route: roughly 15000 ps
  • Setup TNS: 0 ps
  • Final setup vio count: 0
  • Max-slew violations: 0
  • Hold Slack: 11250 ps
  • Final worst-path setup slack: between 10000 and 15000 ps
  • Achievable Freq: roughly 68 MHz
  • Tcrit/Tclk final: between 50% and 60%
  • Worst Max-Slew Pin Slew: between 700 and 800 ps
  • RSZ-0062 raised after global routing: false
  • Final hold viol count: 0
  • Normalized max-slew margin: between 40% and 50%

Layout
  • Seq_cells: 0
  • Register Area: 0 um^2
  • CLK BUF: 0
  • Final non-filler cell total: 1050
  • Fill cell count: 1348
  • Logic area: 4790 um^2
  • Final Cell Area: 6467 um^2
  • Fin util: roughly 49%
  • Share of layout cells above drive strength 1: under 10%
  • Area Overhead vs Synth: 19.99%

Global route
  • Initial antenna violation count: 0
  • Gr ovfl total: 0
  • Largest net degree at the start of global routing: about 53
  • Vias in the first global route: 5663
  • Total GRT Usage: between 20 and 30%
  • First-pass GRT wire length: roughly 31000 um

Route
  • Detailed Routing Iterations Pass 1: 7
  • Via count: between 6000 and 7000
  • Ant. Diodes: 0
  • Starting DRT DRC Count: slightly above 500
  • Top sig layer: met4
  • Met2 wire len: between 8000 and 9000 um
  • Post-DRT Antenna Nets: 0
  • Drt via density: 5.988
  • Routed WL: approximately 20000 um
  • WL/cell: 19.08 um
  • Met3 routed wirelength: between 1500 and 2000 um
  • Residual DRC: 0
  • WL met1: between 9000 and 10000 um

Worst hold path
  • HP Class: input pin to output pin

Setup path
  • Crit Path Max Fanout: 5
  • Setup crit end kind: output pin
  • CP arrival: roughly 9700 ps
  • Setup Crit Path Kind: input pin to output pin
  • Required time worst endpoint: ~20000 ps
  • Startpoint Class: input pin

Placement
  • Final HPWL from detailed placement: 16010 um
  • Placer congestion estimate: approximately 0.96
  • Placed inst area: approximately 6500 um^2
  • Placed Cells incl. Taps: roughly 1100
  • Pre-CTS setup slack: about 11000 ps
  • # port buffers: 100

Pwr
  • Pwr/cell area: ~23 nW/um^2
  • Net Sw Frac: between 50% and 60%
  • Tot Pwr: 148.4 uW
  • Sw power: about 85 uW
  • Internal power: 63.03 uW
  • Clock power share: 0%
  • Max VDD drop: 9.412 uV
  • Sequential fraction of design power: 0%
  • Leakage: between 2 and 3 nW
  • Logic pwr share: 100.0%

Yosys
  • Most frequent cell after synthesis: inv_1
  • Yosys cell count: between 800 and 900
  • Top cells by area: ha_1 (24%), inv_1 (7.3%), a21oi_1 (6.6%), nand2_1 (4.5%), nor2_1 (4.4%)
  • Top-area cell share: between 20% and 30%
  • Yosys cell types: approximately 80
  • Mapped cell area: about 5400 um^2
  • Seq/Total Area, Yosys: 0%
  • Post-synth top cells: inv_1 (105), ha_1 (102), a21oi_1 (71)
  • Yosys Chip Area: roughly 5400 um^2
  • Post-synthesis cell count: between 800 and 900
  • Largest area contributor in the netlist: ha_1
  • Ys Warns: 1
  • Synthesized area per cell: between 6 and 7 um^2

Die
  • Fp_density: approximately two fifths
  • DIE AREA: 13940 um^2
  • Die Wd: around 120 um
  • Core ar.: about 13000 um^2
  • I/O Pins: ~100
  • Row count: roughly 42
  • Height of the die: ~120 um

Job
  • OpenROAD warning count: between 100 and 150
  • Max Cap Viol: 0

CTS
  • Post-CTS Hold Buffers: 0
  • Number of gates resized after cts: 0
  • Post-CTS Setup Inserts: 0
[final cells by class]
cell class / instances / share of cell area [%]
inverters: 109 / 6.326
multi-input cells: 658 / 74.06
well taps: 176 / 3.405
repair buffers: 107 / 16.21
[cells by family after synthesis]
family / count (synthesis) / synth area share [%]
AOI/OAI and AO/OA: 283 / 36.63
and+or+nand+nor: 233 / 21.10
buffers and inverters: 153 / 11.14
adders and majority gates: 104 / 24.42
muxes: 23 / 4.271
xor gates and xnor gates: 15 / 2.437
[worst paths after layout]
kind | from | end | slack, ps | depth (start not counted)
worst max-delay path | A[0] | zero | 10560 | 16
worst min-delay path | control[0] | out[1] | 11250 | 4
[critical path: stages]
cell             delay (ps)
clkdlybuf4s50_1         490
inv_1                    70
ha_1                    230
fa_1                    410
nor2_2                  170
o311ai_4                150
a211oi_2                530
nor3_1                  150
a211oi_2                450
o21bai_1                170
a31o_1                  300
or4_1                   520
nor4_2                  210
nand4b_1                140
nor2_1                  160
clkdlybuf4s50_1         480
[power by group through the flow]
| stage | Clock [mW] | Combinational (mW) | Sequential (mW) |
|---|---|---|---|
| after CTS | 0 | 0.147 | 0 |
| after global routing | 0 | 0.162 | 0 |
| final | 0 | 0.148 | 0 |
[cell usage in the layout (no fill, tap or decap), drive strengths merged, types with 3 or more instances in the layout]
| cell | Yosys | final |
|---|---|---|
| inv | 109 | 109 |
| ha | 102 | 102 |
| clkdlybuf4s50 | 0 | 99 |
| a21oi | 72 | 72 |
| nor2 | 65 | 65 |
| nand2 | 64 | 64 |
| o21ai | 43 | 43 |
| mux2i | 23 | 23 |
| nor3 | 21 | 21 |
| a211oi | 20 | 20 |
| o31ai | 17 | 17 |
| nand3 | 17 | 17 |
| o22ai | 14 | 14 |
| xnor2 | 14 | 14 |
| o21bai | 13 | 13 |
| a21o | 13 | 13 |
| o211ai | 12 | 12 |
| nand4 | 11 | 11 |
| a31oi | 10 | 10 |
| a221oi | 10 | 10 |
| nand2b | 8 | 8 |
| or3 | 8 | 8 |
| nor4 | 8 | 8 |
| buf | 14 | 8 |
| nor2b | 7 | 7 |
| o21a | 7 | 7 |
| and2 | 5 | 5 |
| o221ai | 5 | 5 |
| o311ai | 5 | 5 |
| or4 | 5 | 5 |
| o211a | 4 | 4 |
| a211o | 4 | 4 |
| o221a | 4 | 4 |
| or2 | 4 | 4 |
| a311oi | 3 | 3 |
| a41oi | 3 | 3 |
| o41ai | 3 | 3 |
| nand3b | 3 | 3 |
| a2111oi | 3 | 3 |
[metal layers]
| layer | GRT usage, % | vias up |
|---|---|---|
| met2 | 44.04 | 275 |
| met5 | 0 | - |
| met4 | 4.327 | 0 |
| met1 | 42.26 | 2929 |
| li1 | - | 3065 |
| met3 | 3.564 | 18 |
Power is estimated from default activity; no workload was simulated.
